<file path="design/flow/config.mk">
export PLATFORM = sky130hd
export DESIGN_NAME = top
export DESIGN_NICKNAME = top
export VERILOG_FILES = /design/flow/design.v
export SDC_FILE = /design/flow/constraint.sdc
export NUM_CORES = 4
export LEC_CHECK = 1
export CORE_UTILIZATION = 50
</file>
<file path="design/flow/constraint.sdc">
current_design top

set clk_period 2.7
set clk_io_pct 0.2

create_clock -name clk0 -period $clk_period [get_ports {clk}]

set non_clock_inputs [all_inputs -no_clocks]
set_input_delay [expr $clk_period * $clk_io_pct] -clock clk0 $non_clock_inputs
set_output_delay [expr $clk_period * $clk_io_pct] -clock clk0 [all_outputs]
</file>
<file path="design/flow/design.v">
module top(
    input        clk,
    input        reset,
    input        sw,
    input        rx_line,
    output       tx_line,
    output [7:0] leds_out
);
    reg  [1:0] tx_data_valid;
    always @(posedge clk or negedge reset) begin
        if(!reset)
            tx_data_valid <= 0;
        else begin
            tx_data_valid <= {tx_data_valid[0], sw};
        end
    end
    wire tx_data_valid_edge = sw & (!tx_data_valid[1]);
    wire [7:0] rx_buff;
    uart_rx 
    #(
        .CLK_FREQ   (50_000_000),
        .BAUD_RATE  (115200    ),
        .DATA_WIDTH (8         )
    ) uart_rx_inst (
        .clk     (clk    ),
        .areset  (reset  ),
        .rx_data (rx_line),
        .rx_byte (rx_buff),
        .rx_valid(       ),
        .rx_busy (       )
);
    uart_tx 
    #(
        .CLK_FREQ   (50_000_000),
        .BAUD_RATE  (115200    ),
        .DATA_WIDTH (8         )
    ) uart_tx_inst (
        .clk          (clk               ),
        .areset       (reset             ),
        .tx_data_valid(tx_data_valid_edge),
        .tx_byte      (rx_buff           ),
        .tx_busy      (                  ),
        .tx_serial    (tx_line           ),
        .tx_done      (                  )
    );
    assign leds_out = rx_buff;
endmodule
module uart_rx #(
    parameter CLK_FREQ   = 50_000_000,
    parameter BAUD_RATE  = 115200,
    parameter DATA_WIDTH = 8
) (
    input                       clk,
    input                       areset,
    input                       rx_data,
    output [DATA_WIDTH - 1 : 0] rx_byte,
    output                      rx_valid,
    output                      rx_busy
);
    localparam TICKS_PER_BIT = CLK_FREQ / BAUD_RATE;
    localparam COUNT_REG_LEN = 1 + $clog2(TICKS_PER_BIT);
    localparam [2:0] IDLE_S      = 3'b000,
                     START_BIT_S = 3'b001,
                     DATA_BITS_S = 3'b010,
                     STOP_BIT_S  = 3'b011,
                     CLEANUP_S   = 3'b100;
    reg [2:0] state, next_state;
    always @(posedge clk or negedge areset) begin
        if(!areset)
            state <= IDLE_S;
        else begin
            state <= next_state;
        end
    end
    reg [1:0] rx_data_ff;
    always @(posedge clk or negedge areset) begin
        if(!areset)
            rx_data_ff <= {2{1'b1}};
        else begin
            rx_data_ff <= {rx_data_ff[0], rx_data};
        end
    end
    reg [COUNT_REG_LEN - 1 : 0] ticks_counter;
    wire next_bit      = (ticks_counter == TICKS_PER_BIT);
    wire next_bit_half = (ticks_counter == (TICKS_PER_BIT >> 1)); 
    always @(posedge clk or negedge areset) begin
        if(!areset)
            ticks_counter <= {COUNT_REG_LEN{1'b0}};
        else if (next_bit) begin
            ticks_counter <= {COUNT_REG_LEN{1'b0}};
        end
        else if (state == START_BIT_S ||
                 state == DATA_BITS_S ||
                 state == STOP_BIT_S    ) begin
            ticks_counter <= ticks_counter + 1'b1;
        end
    end
    reg [3:0] bit_counter;
    wire rx_bits_done = (bit_counter == DATA_WIDTH);
    always @(posedge clk or negedge areset) begin
        if(!areset)
            bit_counter <= {4{1'b0}};
        else if (state == DATA_BITS_S) begin
            if(next_bit)
                bit_counter <= bit_counter + 1'b1;
        end
        else if (state != DATA_BITS_S) begin
            bit_counter <= {4{1'b0}};
        end
    end
    always @(*) begin
        next_state = state;
        case(state)
            IDLE_S     : next_state = !rx_data_ff[1] ? START_BIT_S : IDLE_S;
            START_BIT_S: begin
                if(next_bit_half) begin
                    if(!rx_data_ff[1])
                        next_state = DATA_BITS_S;
                    else
                        next_state = IDLE_S;
                end
                else begin
                    next_state = START_BIT_S;
                end
            end
            DATA_BITS_S: next_state = rx_bits_done   ? STOP_BIT_S  : DATA_BITS_S;
            STOP_BIT_S : next_state = next_bit       ? CLEANUP_S   : STOP_BIT_S;
            CLEANUP_S  : next_state = IDLE_S;
            default    : next_state = IDLE_S;
        endcase
    end
    reg [DATA_WIDTH - 1 : 0] rx_data_buff;
    always @(posedge clk or negedge areset) begin
        if(!areset)
            rx_data_buff <= {DATA_WIDTH{1'b0}};
        else begin
            if(state == DATA_BITS_S && next_bit)
                rx_data_buff <= {rx_data_ff[1], rx_data_buff[7:1]};
            else if(state == START_BIT_S)
                rx_data_buff <= {DATA_WIDTH{1'b0}};
        end
    end
    assign rx_byte  = rx_data_buff;
    assign rx_valid = (state == CLEANUP_S);
    assign rx_busy  = !((state == IDLE_S) || (state == CLEANUP_S));
endmodule
module uart_tx #(
    parameter CLK_FREQ   = 50_000_000,
    parameter BAUD_RATE  = 115200,
    parameter DATA_WIDTH = 8
) (
    input                      clk,
    input                      areset,
    input                      tx_data_valid,
    input [DATA_WIDTH - 1 : 0] tx_byte,
    output                     tx_busy,
    output                     tx_serial,
    output                     tx_done
);
    localparam TICKS_PER_BIT = CLK_FREQ / BAUD_RATE;
    localparam COUNT_REG_LEN = 1 + $clog2(TICKS_PER_BIT);
    localparam [2:0] IDLE_S      = 3'b000,
                     START_BIT_S = 3'b001,
                     DATA_BITS_S = 3'b010,
                     STOP_BIT_S  = 3'b011,
                     CLEANUP_S   = 3'b100;
    reg [2:0] state, next_state;
    always @(posedge clk or negedge areset) begin
        if(!areset)
            state <= IDLE_S;
        else
            state <= next_state;
    end
    reg [COUNT_REG_LEN - 1 : 0] ticks_counter;
    wire next_bit = (ticks_counter == TICKS_PER_BIT);
    always @(posedge clk or negedge areset) begin
        if(!areset)
            ticks_counter <= {COUNT_REG_LEN{1'b0}};
        else if (next_bit)
            ticks_counter <= {COUNT_REG_LEN{1'b0}};
        else if(state == START_BIT_S ||
                state == DATA_BITS_S ||
                state == STOP_BIT_S    )
            ticks_counter <= ticks_counter + 1'b1;
    end
    reg [3:0] bit_counter;
    wire data_bits_done = (bit_counter == DATA_WIDTH);
    always @(posedge clk or negedge areset) begin
        if(!areset)
            bit_counter <= {4{1'b0}};
        else if (state == DATA_BITS_S) begin
            if(next_bit) begin
                bit_counter <= bit_counter + 1'b1;
            end
        end
        else if (state != DATA_BITS_S) begin
            bit_counter <= {4{1'b0}};
        end
    end
    always @(*) begin
        next_state = state;
        case (state)
            IDLE_S     : next_state = tx_data_valid  ? START_BIT_S : IDLE_S;
            START_BIT_S: next_state = next_bit       ? DATA_BITS_S : START_BIT_S;
            DATA_BITS_S: next_state = data_bits_done ? STOP_BIT_S  : DATA_BITS_S;
            STOP_BIT_S : next_state = next_bit       ? CLEANUP_S   : STOP_BIT_S;
            CLEANUP_S  : next_state = IDLE_S;
            default    : next_state = IDLE_S;
        endcase
    end
    assign tx_busy   = !((state == IDLE_S) || (state == CLEANUP_S));
    assign tx_done   =  (state == CLEANUP_S);
    assign tx_serial =  (state == DATA_BITS_S) ? 
                        ((bit_counter < DATA_WIDTH) ? tx_byte[bit_counter] : 1'b1) : 
                        ((state == START_BIT_S) ? 1'b0 : 1'b1);
endmodule
</file>
<file path="design/flow/run.sh">
#!/bin/bash
# OpenROAD 26Q1-2900-gdf79404cd8, Yosys 0.63+post, stock flow scripts
make -C /OpenROAD-flow-scripts/flow DESIGN_CONFIG=/design/flow/config.mk WORK_HOME=/design/flow/orfs finish
</file>
==> notes.md <==
impl run done, here's what came out: layout cells sized above 1 12.2%, most common logic cells in the final layout dfrtp_1 (45), nand2_1 (17), nor2_1 (15), o21ai_0 (15), inv_1 (13), count of final max-slew check failures 0, global placer's final weighted congestion slightly below 0.8, total cells reported by yosys after synthesis between 200 and 250, hold crit path type in2async, average wire per standard cell ~14 um, TritonCTS clock tree done, post-synthesis cell area 0.00246 mm^2, global route overflow 0, htree depth 2, Synth Warn # 3, post-route DRC violation count 0, result of the run complete, no violations, clock-pin slew of the registers on the worst-case setup and hold paths about 0.090 ns, Starting Density a little over half, number of I/O pins 13, final worst-path setup slack between 0.1 and 0.15 ns, Setup Slack @ Placement ~0.25 ns, FF-to-FF path depth 6, final hold slack 0.247 ns, Area growth, synth to finish 11.2%, Final ANT Viol Nets 0, final setup violation count 0, number of antenna violations at the first check in global routing 0, core region area about 0.0047 mm^2, global-route total usage across every layer 19.7%, synthesized area divided by synthesized cell count between 10 and 15 um^2, global-route wire length before repair around 7.8 mm, fraction of met3 tracks used by global routing 3.94%, clk sink count 50, remaining max-slew budget at the tightest pin 57.4%, die width approximately 72 um, number of buffers added by the clock tree synthesis step 5, average vias per placed instance between 5 and 6, insertion delay to the later sink of the worst-skew pair approximately 0.30 ns, total tool warning count 30, yosys stat chip area roughly 0.0025 mm^2, Least-Margin Pin Slew ~0.64 ns, highest achievable clock rate a little under 400 MHz, category of the critical setup timing path reg2out, areal power density over the cells roughly 450 mW/mm^2, met2 routing resource usage after global routing 30.0%, largest clock skew in the final design ~0.0086 ns, number of hold-slack violations in the final timing report 0, cell chosen for the clock root clkbuf_8, arrival time of data at the critical path endpoint roughly 2.1 ns, via count of the routed design between 1500 and 2000, leakage power figure approximately 1.2 nW, final non-filler cell area 0.00274 mm^2, final period demand of the worst path roughly 2.6 ns, number of standard cells after synthesis between 200 and 250, number of input and output port buffers inserted 12, number of distinct library cell variants in the gate-level netlist after synthesis about 49, diode insertion count for antenna repair 0, setup repair after global routing missed its margin no, sequential fraction of the synthesis area around half, Post-DP Area around 0.0026 mm^2, Max Cap Violations 0, critical path capture point type output pin, most frequent logic cell in the layout dfrtp_1, Die Size ~0.0052 mm^2, register bit count reported by yosys ~50, worst-path fanout max 3, Clock Tree Buf Depth 2, worst reg2reg path endpoint uart_rx_inst.bit_counter[0], quantity of hold-fixing buffers added after cts 0, detailed-routing iteration count for the pre-antenna-repair pass 4, num rows 25, final wirelength between 4 and 5 mm, total half-perimeter wirelength after legalization and detailed placement 3.10 mm, aggregate negative setup slack 0 ns, Starting DRT DRC Count approximately 110, height of the die just over 70 um, final worst-path cycle share a little over nine tenths, gr busiest metal met1, Crit Reg-Reg Startpoint uart_rx_inst.ticks_counter[0], Max IR drop VDD approximately 0.36 mV, Worst EP required approximately 2.2 ns, global-route track usage on met1 32.3%, critical path launch point type flop, flop2flop setup slack around 0.81 ns, maximum number of pins on one net before global-route repair 30, via count of the first global-routing pass approximately 1700
-- flip-flops by register name, summed over array words and instances (netlist names) --
name                        flops
uart_tx_inst.bit_counter        4
uart_tx_inst.state              5
uart_rx_inst.rx_data_buff       8
tx_data_valid                   2
uart_rx_inst.rx_data_ff         2
uart_tx_inst.ticks_counter     10
uart_rx_inst.ticks_counter     10
uart_rx_inst.bit_counter        4
uart_rx_inst.state              5
-- per-stage QoR --
stage | util [%] | instances | power (mW)
6_report | 58.0 | 312 | 1.23
3_3_place_gp | 55.9 | 303 | 0.791
5_1_grt | 58.0 | 312 | 1.28
4_1_cts | 58.1 | 312 | 1.24
3_5_place_dp | 55.9 | 303 | 0.791
2_1_floorplan | - | 229 | 0.769
-- cell usage after synthesis, drive strengths merged --
cell / count / area [um^2]
buf: 6 / 35.0
dfstp: 4 / 105
nand3: 9 / 45.0
a21oi: 8 / 43.8
and3: 6 / 38.8
and4bb: 2 / 25.0
a21o: 3 / 22.5
xor2: 4 / 35.0
nand2b: 10 / 62.6
o211ai: 1 / 7.51
xnor2: 9 / 78.8
nor2: 15 / 56.3
nand4: 9 / 56.3
nor4: 1 / 6.26
a2111oi: 1 / 27.5
nand4b: 2 / 17.5
o32ai: 1 / 8.76
clkbuf: 1 / 3.75
mux4: 2 / 48.8
and4b: 2 / 20.0
a22o: 6 / 52.6
o311a: 1 / 10.0
dfrtp: 46 / 1150
a211oi: 2 / 15.0
inv: 13 / 48.8
a211o: 1 / 8.76
and4: 1 / 8.76
and2: 4 / 27.5
nand3b: 2 / 15.0
o21ai: 19 / 98.8
or3: 2 / 12.5
ha: 9 / 113
nor2b: 3 / 18.8
nor3: 3 / 31.3
nand2: 17 / 63.8
a31oi: 1 / 6.26
nor3b: 2 / 26.3
mux2: 1 / 11.3
-- metal layers --
metal | part of all wire [%] | up-vias | routed length [um]
met5 | 0 | - | 0
met4 | 1.0 | 0 | 45
met3 | 3.2 | 4 | 143
met2 | 47 | 33 | 2110
met1 | 48 | 856 | 2150
li1 | - | 840 | -
-- worst max-delay path, cell delays in order (launching register included) --
cell and delay (ns):
dfrtp_2 0.40, mux4_2 0.54, a2111oi_4 0.37, a21oi_2 0.04, clkdlybuf4s50_1 0.40
-- power breakdown --
| group | internal, mW | switching [mW] | total [mW] |
|---|---|---|---|
| combinational | 0.00561 | 0.0160 | 0.0216 |
| sequential | 0.752 | 0.00115 | 0.754 |
| clock | 0.206 | 0.245 | 0.451 |
-- how the worst max path moves through the flow --
stage,from,to,slack (ns),cells past startpoint
after CTS,uart_tx_inst.bit_counter[0],tx_line,0.005,4
after global routing,uart_tx_inst.bit_counter[0],tx_line,0.002,4
final,uart_tx_inst.bit_counter[0],tx_line,0.10,4
-- final cells by class --
type                       count  area [um^2]
sequential                    50         1260
inverter                      13         48.8
clock buffer                   6         82.6
clock inverter                 2         12.5
multi-input combinational    159         1120
timing repair buffer          15          138
tap                           67         83.8
fill                         380         1980
-- repair_timing --
| item | in CTS | in global routing |
|---|---|---|
| resized | 1 | 1 |
| pin swaps | 1 | 0 |
| buffers inserted | 1 | 0 |
| cloned | 0 | 0 |
| setup endpoints to repair | 1 | 1 |
-- logic make-up after synthesis --
kind of cell    count (synthesis)  synth area share (%)
flops                          50                  51.0
mux                             3                  2.44
xor+xnor                       13                  4.62
buf+inv                        20                  3.55
compound gates                 44                  12.2
fa+ha+maj                       9                  4.57
simple gates                   90                  21.6
Power and IR drop assume default switching activity.
